==> flow/run.sh <==
#!/bin/bash
# OpenROAD 26Q1-2900-gdf79404cd8, Yosys 0.63+post, stock flow scripts
make -C /OpenROAD-flow-scripts/flow DESIGN_CONFIG=/design/flow/config.mk WORK_HOME=/design/flow/orfs finish
==> flow/config.mk <==
export PLATFORM = sky130hd
export DESIGN_NAME = instruct
export DESIGN_NICKNAME = instruct
export VERILOG_FILES = /design/flow/design.v
export SDC_FILE = /design/flow/constraint.sdc
export NUM_CORES = 4
export LEC_CHECK = 1
export CORE_AREA = 10 10 70 70
export DIE_AREA = 0 0 80 80
==> flow/constraint.sdc <==
current_design instruct

set clk_period 1.0
set clk_io_pct 0.2

create_clock -name clk0 -period $clk_period [get_ports {clk}]

set non_clock_inputs [all_inputs -no_clocks]
set_input_delay [expr $clk_period * $clk_io_pct] -clock clk0 $non_clock_inputs
set_output_delay [expr $clk_period * $clk_io_pct] -clock clk0 [all_outputs]
==> flow/design.v <==
module instruct(clk,rst,pc_addr,data);
input  clk;
input  rst;
input  [7:0]  pc_addr;
output reg [15:0] data;
reg [15:0] datas [15:0];
initial begin
   datas[0] <= 16'b00_0000_00_0000_0000;
   datas[1] <= 16'b10_0000_00_0000_0010;
	datas[2] <= 16'b01_0001_00_0000_0000;
	datas[3] <= 16'b10_0000_00_0000_0011;
	datas[4] <= 16'b01_0010_00_0000_0000;
	datas[5] <= 16'b10_0001_00_0000_0001;
	datas[6] <= 16'b01_0000_00_0000_0000;
	datas[7] <= 16'b10_0000_00_0000_0011;
	datas[8] <= 16'b01_0010_00_0000_0000;
	datas[9] <= 16'b00_0000_00_0000_0000;
	datas[10]<= 16'b00_0000_00_0000_0000;
	datas[11]<= 16'b00_0000_00_0000_0000;
	datas[12]<= 16'b00_0000_00_0000_0000;
	datas[13]<= 16'b00_0000_00_0000_0000;
	datas[14]<= 16'b00_0000_00_0000_0000;
	datas[15]<= 16'b00_0000_00_0000_0000;
end
always@(posedge clk or negedge rst)begin
   if(!rst)begin
	    data<=16'b0000_0000_0000_0000;
	end else begin
	    if(pc_addr&&(pc_addr<=16'd15))begin
		     data<=datas[pc_addr];
		 end else begin
		     data<=16'b0000_0000_0000_0000;
		 end
	end
end
endmodule
==> CHANGELOG.md <==
### Implementation results

- Worst-path clk slew: 0.04 ns
- Gr ovfl total: 0
- Yosys cell count: 33
- Die Span Y: 80 um
- Share of cells above drive strength 1: 0.3922
- WL/cell: 9.835 um
- Tcrit/Tclk final: 1.012
- Sw Share: 0.2282
- Largest net degree at the start of global routing: 8
- Initial antenna violation count: 0
- RePlAce Congestion: 0.6567
- Static leakage: 0.2467 nW
- Syn Inst Count: 33
- Critical Path RT: 1.15 ns
- Finish-stage setup viols: 1
- First-pass GRT wire length: 1449 um
- Synthesis-to-finish area growth: 46.78%
- Yosys top cell by area: dfrtp_1
- CTS tree: yes
- Core area: 3416 sq um
- OpenROAD warnings: 28
- Most common logic cells in the final layout: conb_1 (10), dfrtp_1 (6), clkbuf_2 (5)
- Final HPWL DP: 784.8 um
- Min-delay worst type: input port to async pin
- CTS H-tree depth: 1
- Vias per inst: 2.876
- RSZ-0062 raised after global routing: true
- Num Clock Sinks: 6
- Comb power frac: 0.153
- Number of core rows: 21
- DRC viols: 0
- Max-area cell share: 0.4068
- Failing checks: setup timing
- Die ar.: 6400 sq um
- Fmax: 987.7 MHz
- Setup Crit Path Kind: input port to register
- Most flop-heavy register: data
- N_diodes: 0
- Root buffer selected by CTS: clkbuf_4
- Distinct lib cells: 16
- Seq share, synth: 0.4068
- Total Negative Setup Slacks: -0.01249 ns
- DR pass1 iterations: 2
- Via count: 279
- Clock share of power: 0.401
- Status: complete, but fails checks
- Hold Vio Cnt, Final: 0
- FP Core Util: 0.1081
- Fill count: 403
- Clock Path Buffers: 2
- Total CTS buffers: 3
- Max reg flops: 6
- Yosys reg bits: 6
- CP Max Fanout: 6
- Top cells by area: dfrtp_1 (41%), buf_4 (20%), nor4b_2 (8.1%)
- Final wirelength: 954 um
- Synthesized area per cell: 11.18 sq um
- I/O pins: 26
- Mapped cell area: 369.1 sq um
- Post-route minimum period: 1.012 ns
- Yosys stat chip area: 369.1 sq um
- Most used logic cell in the final layout: conb_1
- Layout Utilization: 0.1586
- Max VDD drop: 0.2543 mV
- Post-route ant nets: 0
- Gr usage total: 0.02809
- Switching power: 0.0001261 W
- Int Pwr: 0.0004264 W
- Max-cap violation count: 0
- Power, Total: 0.0005525 W
- Die width: 80 um
- CP startpoint kind: input port
- Crit path arrival time: 1.16 ns
- Sequential Power Share: 0.446
- CP Capture Type: register
- Max Slew Vio Count: 0
- Synth Warn #: 1
- Vias in the first global route: 319
- Final WS setup: -0.01249 ns
- Initial DRC count: 5
- Regs by FF count: data x6
- PwrDens: 1020 nW/um^2
- Number of port buffers: 15
cell usage after synthesis, drive strengths merged:
master,instances
o21ai,2
nor4b,2
xnor2,1
nor4,1
dfrtp,6
buf,11
nor3b,1
nor3,2
a211oi,1
or3b,1
nor2b,1
clkbuf,1
or4,1
nand3b,1
conb,1
routing by layer:
| metal | global-route usage | share of wire |
|---|---|---|
| met1 | 0.04287 | 0.56 |
| met2 | 0.03130 | 0.33 |
| met3 | 0.01477 | 0.086 |
| met4 | 0.008803 | 0.016 |
| met5 | 0 | 0 |
metrics by stage:
step | cells | worst slack, ns | cell area (sq um) | hold slack (ns)
2_1_floorplan | 42 | -0.1667 | 402.9 | -0.09559
3_3_place_gp | 94 | -0.5376 | 543.0 | 0.4413
3_5_place_dp | 94 | -0.5624 | 543.0 | 0.4506
4_1_cts | 97 | -0.005485 | 564.3 | 0.1877
5_1_grt | 97 | -0.03798 | 541.8 | 0.1968
6_report | 97 | -0.01249 | 541.8 | 0.1849
path summary, 6_finish.rpt:
path | start | depth (start not counted) | to | slack (ns)
max | pc_addr[6] | 3 | data[14] | -0.01
min | rst | 1 | data[1] | 0.18
max in group asynchronous | rst | 1 | data[0] | 0.61
min in group clk0 | pc_addr[6] | 3 | data[11] | 0.28
cells by family (layout without fill, tap and decap cells):
family	count (synthesis)	count (layout)	share of synthesized area
compound gates	3	3	0.06101
xor+xnor	1	1	0.02373
buf+inv	12	21	0.2441
flops	6	6	0.4068
other cells	1	10	0.01016
simple gates	10	10	0.2543
critical path, cell delays in order:
cell     delay [ns]
buf_6          0.09
or4_4          0.59
nor4b_2        0.28
timing repair:
action                                  in CTS  in global routing
gates resized                               29                  6
endpoints found under the setup margin      12                  8
pin swaps                                    3                  0
hold buffers                                 0                  0
buffers inserted                             0                  0
gates cloned                                 0                  0
power groups by stage:
stage / registers (W) / logic, W / clock network [W]
CTS: 0.000246 / 0.0000878 / 0.000232
global route: 0.000246 / 0.0000953 / 0.000249
finish: 0.000246 / 0.0000846 / 0.000222
final cells by class:
type | count | area [sq um] | area share
Multi-Input combinational cell | 24 | 173.9 | 0.3210
Clock buffer | 3 | 22.52 | 0.04157
Timing Repair Buffer | 18 | 137.6 | 0.2540
Tap cell | 46 | 57.56 | 0.1062
Sequential cell | 6 | 150.1 | 0.2771
Power is estimated from default activity; no workload was simulated.
