==> design/flow/run.sh <==
#!/bin/bash
# OpenROAD 26Q1-2900-gdf79404cd8, Yosys 0.63+post, stock flow scripts
make -C /OpenROAD-flow-scripts/flow DESIGN_CONFIG=/design/flow/config.mk WORK_HOME=/design/flow/orfs finish
==> design/flow/config.mk <==
export PLATFORM = sky130hd
export DESIGN_NAME = alu
export DESIGN_NICKNAME = alu
export VERILOG_FILES = /design/flow/design.v
export SDC_FILE = /design/flow/constraint.sdc
export NUM_CORES = 4
export LEC_CHECK = 1
export CORE_UTILIZATION = 30
==> design/flow/constraint.sdc <==
current_design alu

set clk_period 4.0
set clk_io_pct 0.2

create_clock -name clk0 -period $clk_period [get_ports {clk}]

set non_clock_inputs [all_inputs -no_clocks]
set_input_delay [expr $clk_period * $clk_io_pct] -clock clk0 $non_clock_inputs
set_output_delay [expr $clk_period * $clk_io_pct] -clock clk0 [all_outputs]
==> design/flow/design.v <==
module alu(clk,rst,en,operation,ac,alu_out);
input  clk;
input  rst;
input  en; 
input  [3:0] operation; 
input  [7:0] ac; 
output reg [7:0] alu_out; 
	parameter 
	MOVAC = 4'b0000, 
	MOVR  = 4'b0001, 
	ADD   = 4'b0010, 
	SUB   = 4'b0011, 
	INAC  = 4'b0100, 
	CLAC  = 4'b0101, 
	AND   = 4'b0110, 
	OR    = 4'b0111, 
	XOR   = 4'b1000, 
	NOT   = 4'b1001; 
	reg [7:0] r; 
	always@(posedge clk or negedge rst) begin
		if(!rst)begin
		   alu_out <= 8'b0000_0000;
			r<=8'b0000_0000;
		end else begin
			if (en) begin
				case(operation) 
                  MOVAC:begin
				    r<=ac;
					alu_out<=ac;
				  end
                  MOVR:begin
				    alu_out<=ac;
				  end
                  ADD:begin
		            alu_out<=ac+r;
				  end
                  SUB:begin
					alu_out<=ac-r;
				  end
                  INAC:begin
					alu_out<=ac+1;
				  end
				  CLAC:begin
					alu_out<=0;
				  end
				  AND:begin
				    alu_out<=ac&r;
				  end
				  OR:begin
				    alu_out<=ac|r;
				  end
				  XOR:begin
				    alu_out<=~ac^r;
				  end
				  NOT:begin
				    alu_out<=~ac;
				  end
				  default:begin
				    alu_out<=0;
				  end
				endcase  
			end
		end
	end
endmodule
==> Slide: Implementation Results <==
Synthesis and Place & Route Summary

Route
  – Detailed Route Iter0 Violations: 88
  – DR WL/cell: 14.56 um
  – Wire length after detailed routing: 4.398 mm
  – # diodes: 0
  – Vias per std cell: 5.007
  – DRC viols: 0
  – TritonRoute pass-1 iters: 6
  – Via count: 1512
  – Antenna viol nets, final: 0

Min path
  – Min-delay worst type: reg -> reg

STA
  – Rel. slew slack: 54.05%
  – Unrepaired setup endpoints after global routing: no
  – Setup TNS: 0 ns
  – Post-layout min period: 3.392 ns
  – Final Setup Violations: 0
  – Pins Over Slew Limit: 0
  – Fmax: 294.8 MHz
  – Worst hold slack: 0.5005 ns
  – Final setup skew: 0.006561 ns
  – Cycle use final: 84.80%
  – Worst slew pin tran: 0.6873 ns
  – Final Hold Viols: 0

Synth
  – Mapped Avg Cell Area: 8.488 um2
  – Ranking of synthesized cells by instance count: inv_1 (29), ha_1 (26), nand2_1 (21)
  – Ys cells: 208
  – Cell area after synthesis: 1765 um2
  – Top cells by area: dfrtp_1 (23%), ha_1 (18%), mux2i_1 (6.2%), inv_1 (6.2%), nand2_1 (4.5%)
  – Area leader share: 22.68%
  – Most frequent cell after synthesis: inv_1
  – Yosys warnings: 1
  – Synthesis area per yosys: 1765 um2
  – Yosys cell types: 45
  – Leading area contributor after synthesis: dfrtp_1
  – Synth async-reset ratio: 100.0%
  – Ys flops: 16
  – Post-synth EDFFs: 0
  – Syn Inst Count: 208
  – Synth Seq Share: 22.68%
  – Synth Flop Type: dfrtp_1

Clock network
  – H-Tree Depth: 1
  – Clock tree from TritonCTS: built
  – Clock buffer count from CTS: 3
  – Clk slew on worst S/H paths: 0.06 ns
  – Root Buffer: clkbuf_8
  – PostCTS Resize Cnt: 0
  – Post-CTS setup buffer count: 0
  – Hold Buf Count CTS: 0
  – Skew-Pair Late Insertion Delay: 0.25 ns
  – Longest Clk Path Bufs: 2
  – Clock tree sinks: 16

Critical path
  – Worst path max stage delay: 0.55 ns
  – WP buf/inv: 1
  – Worst EP arrival: 3.50 ns
  – Cell family with the largest share of critical-path delay: simple AND/OR/NAND/NOR gates
  – Setup crit end kind: flip-flop
  – Worst-path fanout max: 8
  – CP Cell Sequence: clkdlybuf4s50_1, nor2_1, nand2_1, nand2_1, mux2i_1, ha_1, a21o_1, or3_1, o21ai_2, xnor2_1, xnor2_1, o221ai_1
  – CP required: 4.11 ns
  – Startpoint types: primary input
  – Worst Setup Path Type: in -> reg
  – Slowest library cell on the worst path: clkdlybuf4s50_1

Global route
  – Vias in the first global route: 1599
  – Largest net degree at the start of global routing: 17
  – All-Layer GR Usage: 16.40%
  – Grt ovf: 0
  – Initial antenna violation count: 0
  – Global-route wire length before repair: 7.866 mm

Job
  – Total of max-cap violations: 0
  – Tool warnings: 35

Cells and area
  – Layout cells sized above 1: 9.130%
  – Final Util: 37.71%
  – Filler cells: 590
  – P&R area growth vs syn: 19.06%

Pwr
  – Max rail drop VDD: 0.0001297 V
  – Lkg Pwr: 0.9491 nW
  – Power per cell area: 312.8 nW/um2

Floorplanning
  – FP Util: 31.67%
  – Die area: 6195 um2
  – Die X: 78.71 um
  – Row Count: 27
  – Die height: 78.71 um
  – Core area: 5574 um2
  – I/O pin count: 23

Outcome
  – Run status: complete, no violations

Placement
  – IO buf count: 22
  – Final HPWL DP: 3.495 mm
  – GP Congestion: 0.9047
==> report_power, final <==
part / switching (mW) / leakage (nW) / internal, mW
Sequential: 0.0343 / 0.208 / 0.187
Combinational: 0.163 / 0.720 / 0.147
Clock: 0.0597 / 0.0216 / 0.0669
Total: 0.257 / 0.949 / 0.400
==> sequential cells by signal, summed over array words and instances (netlist names) <==
| register | cells |
|---|---|
| r | 8 |
| alu_out | 8 |
==> stage by stage <==
stage	instance area (um2)	std cells	worst slack, ns	power (mW)
6_report	2102	302	0.6079	0.6575
5_1_grt	2102	302	0.4318	0.7198
4_1_cts	2102	302	0.6397	0.6643
3_5_place_dp	2061	299	0.3832	0.5353
3_3_place_gp	2061	299	0.3840	0.5300
2_1_floorplan	1765	208	1.034	0.4364
==> worst register-to-register path, stage by stage (launching register included) <==
cell and delay [ns]:
dfrtp_1 0.45, inv_1 0.12, ha_1 0.26, a31oi_1 0.22
mux2i_1 0.28, ha_1 0.30, a21o_1 0.20, or3_1 0.32
o21ai_2 0.13, xnor2_1 0.14, xnor2_1 0.14, o221ai_1 0.12
==> per-layer routing <==
layer | routed length (um) | share of wire, % | global-route usage (%)
met5 | 0 | 0 | 0
met2 | 2095 | 48 | 27.65
met4 | 41 | 0.93 | 1.481
met3 | 155 | 3.5 | 2.217
met1 | 2106 | 48 | 23.38
==> cells by family after synthesis <==
logic type               share of synthesized area [%]
XOR/XNOR                                         3.473
buffers and inverters                            8.717
AND/OR/NAND/NOR                                  14.39
adder cells (fa/ha/maj)                          19.56
flip-flops                                       22.68
AND-OR/OR-AND                                    24.95
multiplexers                                     6.237
==> area by class of cell <==
cell class	count	area (um2)	area share (%)
clock buffers	3	41.29	1.964
inverters	29	108.9	5.179
multi-input cells	156	1211	57.62
flip-flops and latches	16	400.4	19.05
well taps	72	90.09	4.286
repair buffers	26	250.2	11.90
==> placed cells by master (no fill, tap or decap), types with 3 or more instances in the layout <==
cell / instances
ha_1: 26
a31oi_1: 4
xor2_1: 3
o22ai_1: 6
inv_1: 29
a21oi_1: 9
clkbuf_8: 3
mux2i_1: 11
buf_4: 4
o221ai_1: 4
nor2_1: 7
clkdlybuf4s50_1: 22
nor2_2: 3
nand2_1: 21
nand2b_1: 6
dfrtp_1: 16
o21ai_1: 10
o22a_1: 4
xnor2_1: 4
o21ai_0: 6
==> final timing paths <==
kind,from,slack (ns),to,cells past startpoint
min in group asynchronous,rst,0.86,alu_out[0],2
worst max register to register,r[0],1.18,alu_out[7],11
worst min register to register,alu_out[6],0.50,alu_out[6],2
max in group asynchronous,rst,2.94,r[6],2
worst max-delay path,operation[1],0.61,alu_out[7],12
worst min-delay path,alu_out[6],0.50,alu_out[6],2
Power and IR drop assume default switching activity.
