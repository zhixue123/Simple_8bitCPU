==> design/flow/design.v <==
module file(clk,rst,file_en,operation,addr,ac,file_out);
input  clk;
input  rst;
input  file_en;
input  [3:0] operation;
input  [7:0] addr;
input  [7:0] ac;
output reg [7:0] file_out;
reg [7:0] files [15:0];
initial begin
  files[0] <= 8'b0000_0000;
  files[1] <= 8'b0000_0001;
  files[2] <= 8'b0000_0010;
  files[3] <= 8'b0000_0011;
  files[4] <= 8'b0000_0100;
  files[5] <= 8'b0000_0101;
  files[6] <= 8'b0000_0110;
  files[7] <= 8'b0000_0111;
  files[8] <= 8'b0000_1000;
  files[9] <= 8'b0000_1001;
  files[10]<= 8'b0000_1010;
  files[11]<= 8'b0000_1011;
  files[12]<= 8'b0000_1100;
  files[13]<= 8'b0000_1101;
  files[14]<= 8'b0000_1110;
  files[15]<= 8'b0000_1111;
end
always @(posedge clk or negedge rst)begin
    if(!rst)begin
       file_out<=0;
    end
    else begin
       if(file_en)begin
          case(operation)
           4'b0000:begin
             file_out<=files[addr];
           end
           4'b0001:begin
             files[addr]<=ac;
           end
           default:begin
             file_out<=ac;
           end
          endcase
       end
    end
end
endmodule
==> design/flow/run.sh <==
#!/bin/bash
# OpenROAD 26Q1-2900-gdf79404cd8, Yosys 0.63+post, stock flow scripts
make -C /OpenROAD-flow-scripts/flow DESIGN_CONFIG=/design/flow/config.mk WORK_HOME=/design/flow/orfs finish
==> design/flow/config.mk <==
export PLATFORM = sky130hd
export DESIGN_NAME = file
export DESIGN_NICKNAME = file
export VERILOG_FILES = /design/flow/design.v
export SDC_FILE = /design/flow/constraint.sdc
export NUM_CORES = 4
export LEC_CHECK = 1
export CORE_UTILIZATION = 50
==> design/flow/constraint.sdc <==
current_design file

set clk_period 1.8
set clk_io_pct 0.2

create_clock -name clk0 -period $clk_period [get_ports {clk}]

set non_clock_inputs [all_inputs -no_clocks]
set_input_delay [expr $clk_period * $clk_io_pct] -clock clk0 $non_clock_inputs
set_output_delay [expr $clk_period * $clk_io_pct] -clock clk0 [all_outputs]
==> impl_metrics.csv <==
group,metric,value,unit
die,chipHeight,106,um
synthesis,synthAoiAreaFrac,13.9,%
route,totalWireLength,12200,um
final_timing,tightest_slew,475,ps
cts,cts_hold_buf,0,
final_timing,finalHoldViolCount,0,
worst_setup_path,path_class,"in -> reg",
cts,cts_tree,"yes",
final_timing,finalSetupViolations,0,
placement,hpwl,8690,um
final_timing,rsz0062_at_grt,"false",
route,vias,3376,
cts,clk-insertion-delay-late,510,ps
synthesis,yosysTopAreaCell,"edfxtp_1",
final_timing,hold_ws,198,ps
worst_setup_path,worstPathArrival,2130,ps
power_and_ir_drop,p_leak,2.36,nW
synthesis,yosys-mux-area-fraction,1.80,%
worst_setup_path,worst_setup_path_startpoint,"addr[3]",
cts,cts.path.max_buffers,2,
power_and_ir_drop,power.density,1030,nW/um^2
placement,port_buffers,26,
power_and_ir_drop,ir_drop,0.773,mV
route,drcViolationCount,0,
final_timing,slew_viol_final,0,
final_timing,finClkSkew,6.21,ps
final_timing,fmax,572,MHz
final_timing,fin_tns_setup,0,ps
worst_setup_path,critPathLaunchType,"primary input",
cts,cts_setup_buffers,0,
die,io_pins,31,
synthesis,ys_sh_xor,0,%
placement,gp_congestion,0.900,
synthesis,top_logic_kind,"AND-OR/OR-AND gates",
finish,logic_area,1300,um^2
worst_setup_path,cp_max_fo,19,
finish,final_common_cell,"edfxtp_1",
synthesis,yosysWarningCount,2,
power_and_ir_drop,total_power,0.00709,W
finish,area_growth,27.3,%
flow_run,max_cap_violations,0,
finish,final.fill_count,712,
hold_path,hold_class,"in -> async",
synthesis,postSynthSeqShare,74.6,%
route,drt_first_pass_iters,4,
cts,clkSlewWorstSetupHoldPaths,60,ps
global_route,grt_max_degree,20,
global_route,antenna_found_initial,0,
route,drt-initial-drc-count,235,
die,fp.dieW,106,um
route,n_antenna_cell,0,
synthesis,yosysUniqueCellTypes,40,
final_timing,fin_crit_sh,97.2,%
global_route,grtUsageTotal,26.0,%
cts,clkSinkCount,136,
die,fp-utilization,52.0,%
cts,cts_buffers,17,
synthesis,syn_inst,352,
flow_run,warning_count,30,
finish,drive_above_1_share,24.6,%
global_route,grt_pass1_vias,3420,
finish,seq_area,4040,um^2
synthesis,synth_area_per_cell,15.4,um^2
final_timing,min_period,1750,ps
worst_setup_path,reg2reg_from,"files[15][4]",
synthesis,yosys.area_share.simple,7.20,%
global_route,grt-ovfl-total,0,
worst_setup_path,r2r_slack,190,ps
die,rows,37,
finish,final_util,66.3,%
synthesis,ys_area,5420,um^2
synthesis,ys_cells,352,
synthesis,syn_area,5420,um^2
cts,htreeDepth,4,
route,via_per_inst,5.75,
synthesis,synthAdderAreaFrac,0,%
synthesis,numSynthFlops,136,
outcome,outcome,"finished clean",
worst_setup_path,critPathRequiredTime,2180,ps
global_route,grt_pass1_wl,19100,um
die,core_area,10400,um^2
cts,cts-root-buf,"clkbuf_8",
synthesis,top_cells_by_area,"edfxtp_1 (71%), a22oi_1 (5.0%), dfrtp_1 (3.7%), o22ai_1 (2.3%), nor2b_1 (1.8%)",
die,chip_area,11300,um^2
route,avgRoutedWirePerCell,20.9,um
synthesis,yosysTopAreaCellShare,70.9,%
finish,final_cell_mix,"edfxtp_1 (128), buf_4 (57), a22oi_1 (36), clkdlybuf4s50_1 (25), o22ai_1 (20)",
final_timing,slew_headroom,68.2,%
route,postRouteAntennaNets,0,
worst_setup_path,end_kind,"flip-flop",
-- registers in the layout (all words and copies together), names as in the netlist --
register / cells
file_out: 8
files: 128
-- synthesized netlist by cell type --
master	count
nand2b_1	3
o2111ai_1	1
a311o_1	1
buf_6	1
nand3b_1	3
edfxtp_1	128
a221o_1	6
nor2b_1	16
buf_4	1
or2_2	1
nor3_1	11
o22ai_1	20
and3b_1	1
o32ai_1	1
and3_1	2
inv_1	7
buf_1	2
or3b_2	1
buf_2	10
a32o_1	7
mux2_4	1
a222oi_1	1
a32oi_1	1
nor2_2	1
a21oi_1	3
mux2i_1	6
clkbuf_1	8
dfrtp_1	8
a22oi_1	36
nor2_1	15
nor4b_1	1
mux2_2	2
nand2_1	13
o21ai_1	7
nand3_1	5
o21a_1	1
o21ai_0	10
and4bb_2	1
o211ai_1	2
o2bb2ai_1	7
-- where the power goes --
part,switching (W),internal [W]
registers,0.0000158,0.00348
logic,0.000258,0.000232
clock network,0.00127,0.00183
total,0.00154,0.00554
-- cell type report --
class | count | share of cell area, %
timing repair buffer | 90 | 11.9
clock inverter | 14 | 1.83
multi-input combinational | 187 | 18.8
inverter | 7 | 0.381
sequential | 136 | 58.6
clock buffer | 17 | 6.00
tap | 136 | 2.47
-- worst paths after layout --
| check | endpoint | depth (start not counted) |
|---|---|---|
| min reg2reg | file_out[3] | 2 |
| min in group clk0 | file_out[3] | 2 |
| max reg2reg | file_out[4] | 5 |
| min | file_out[5] | 2 |
| max in group asynchronous | file_out[4] | 2 |
| max | file_out[6] | 8 |
-- cells by family (layout without fill, tap and decap cells) --
kind of cell	count (synthesis)	after routing
compound gates	104	104
simple gates	74	74
mux	9	9
flops	136	136
buf+inv	29	128
-- per-layer routing --
metal	up-vias	wire [um]	GRT usage [%]
met5	-	0	0
met4	0	149	2.78
met3	10	1330	14.3
met2	128	5650	35.8
met1	1639	5110	42.6
li1	1599	-	-
-- metrics by stage --
step           instance area, um^2  std cells  setup WS [ps]
2_1_floorplan                 5460        352           -103
3_3_place_gp                  6330        556           -508
3_5_place_dp                  6330        556           -510
4_1_cts                       6880        587           13.8
5_1_grt                       6900        587           1.06
6_report                      6900        587           50.9
-- repair_timing --
item | 4_1_cts | 5_1_grt
endpoints found under the setup margin | 0 | 60
endpoints found under the hold margin | 0 | 0
gates resized | 0 | 7
-- worst max-delay path: stages --
cell and delay [ps]:
clkdlybuf4s50_1 440, buf_12 170, nor2b_1 140, buf_4 160
a22oi_1 240, o22ai_1 140, nor4b_1 350, o21ai_1 120
Power and IR drop assume default switching activity.
